==> ./design.v <==
`timescale 1ns/1ps
module CDB(
    input [31:0] data0,
    input [4:0] label0,
    input [31:0] data1,
    input [4:0] label1,
    input [31:0] data2,
    input [4:0] label2,
    input [2:0] sel,
    output reg[31:0] dataOut,
    output reg[4:0] labelOut,
    output EN
);
    always@(*) begin
        if (sel[0]) begin
            dataOut = data0;
            labelOut = label0;
        end else if (sel[1]) begin
            dataOut = data1;
            labelOut = label1;
        end else if (sel[2]) begin
            dataOut = data2;
            labelOut = label2;
            end
    end
    assign EN = | sel;
endmodule
==> ./constraint.sdc <==
current_design CDB

set clk_period 1.0
set clk_io_pct 0.2

create_clock -name clk0 -period $clk_period

set non_clock_inputs [all_inputs -no_clocks]
set_input_delay [expr $clk_period * $clk_io_pct] -clock clk0 $non_clock_inputs
set_output_delay [expr $clk_period * $clk_io_pct] -clock clk0 [all_outputs]
==> ./run.sh <==
#!/bin/bash
# OpenROAD 26Q1-2900-gdf79404cd8, Yosys 0.63+post, stock flow scripts
make -C /OpenROAD-flow-scripts/flow DESIGN_CONFIG=/design/flow/config.mk WORK_HOME=/design/flow/orfs finish
==> ./config.mk <==
export PLATFORM = sky130hd
export DESIGN_NAME = CDB
export DESIGN_NICKNAME = CDB
export VERILOG_FILES = /design/flow/design.v
export SDC_FILE = /design/flow/constraint.sdc
export NUM_CORES = 4
export LEC_CHECK = 1
export CORE_UTILIZATION = 30
==> impl_metrics.py <==
# Physical implementation metrics
metrics = {
    "placement": {
        "dp_slack_ns": -0.542,
        "placed_area_mm2": 0.00286,
        "place.gp.congestion": 0.758,
        "hpwl_mm": 3.33,
        "port_buffers": 152,
    },
    "route": {
        "detail-route-antenna-nets": 0,
        "drc": 0,
        "vias": 1573,
        "vias_per_cell": 4.41,
        "antenna_cells": 0,
        "routed_wl_mm": 4.31,
        "first_pass_iters": 4,
        "drt_iter0_markers": 32,
        "routedWlPerCell_um": 12.1,
    },
    "setup_path": {
        "cp-end-kind": "output pin",
        "worst-path-max-fanout": 2,
        "critPathLaunchType": "input port",
        "crit_chain": "buf_6 > or3_4 > buf_2",
        "crit_type": "input port to output pin",
        "cpMaxStageDelayCell": "or3_4",
        "cpPeakStageDelay_ns": 0.38,
        "arrival_ns": 0.78,
        "required_ns": 0.80,
    },
    "floorplan": {
        "core_area_mm2": 0.00435,
        "die_h_um": 69.4,
        "die_w_um": 69.4,
        "io-pin-count": 152,
        "initCoreUtil_pct": 31.3,
        "rows": 24,
        "die_area_mm2": 0.00482,
    },
    "power": {
        "ir_worst_vdd_mv": 0.270,
        "finalPower_uw": 850,
        "power_frac_seq_pct": 10.4,
        "switching_share_pct": 26.8,
        "power.density_mw_per_mm2": 296,
        "power_frac_clock_pct": 0,
        "pwr-share-comb_pct": 89.6,
        "p_sw_uw": 228,
        "cellLeakagePower_nw": 1.27,
        "p_int_uw": 622,
    },
    "worst_hold_path": {
        "min_from": "sel[2]",
        "worst_hold_path.endpoint": "EN",
        "whs_path_depth": 3,
        "hold_class": "input port to output pin",
    },
    "timing": {
        "min_period_ns": 0.977,
        "unclocked_regs": 37,
        "fmax_mhz": 1020,
        "setup_ws_ns": 0.0227,
        "setup_viol": 0,
        "hold_viol": 0,
        "untimed_endpoints": 74,
        "relSlewSlack_pct": 56.8,
        "max_slew.worst_pin.slew_ns": 0.648,
        "rsz0062_at_grt": "no",
        "period_used_pct": 97.7,
        "finalMaxSlewViolations": 0,
    },
    "logic_synthesis": {
        "edf_count": 0,
        "synth_area_mm2": 0.00136,
        "synthesis.yosys.warnings": 1,
        "yosysChipArea_mm2": 0.00136,
        "async_flop_share_pct": 0,
        "post-synth-top-area-cell": "dlxtn_1",
        "avgSynthCellArea_um2": 8.41,
        "ys_cells": 162,
        "top_cell_area_share_pct": 40.8,
        "synthCells": 162,
        "synthTopCellsByArea": "dlxtn_1 41%, mux2i_1 27%, o21ai_1 14%",
        "synth_cell_types": 11,
        "ys.flops": 37,
        "synthFlopType": "dlxtn_1",
        "common_cells": "37 x dlxtn_1, 37 x mux2i_1, 37 x nand2_1, 37 x o21ai_1, 7 x buf_2",
    },
    "flow_run": {
        "drv_cap": 0,
        "warnings": 33,
    },
    "cells_and_area": {
        "final_area_mm2": 0.00287,
        "drive_gt1_share_pct": 2.95,
        "syn_to_final_growth_pct": 110,
    },
    "global_routing": {
        "grt-ovfl-total": 0,
        "grt_start_max_net_pins": 75,
        "antenna_found_initial": 0,
        "grt_first_pass_wirelength_mm": 6.87,
        "grt_pass1_vias": 1384,
        "grt_usage_pct": 17.8,
    },
    "outcome": {
        "run_status": "finished clean",
    },
    "clock_network": {
        "hold_buffers": 0,
    },
}
==> metal layers <==
layer | GRT usage (%) | wire length [µm] | share of wire [%] | vias to the layer above
met5 | 0 | 0 | 0 | -
met2 | 31.6 | 2120 | 49 | 81
met4 | 0.680 | 14 | 0.32 | 0
met3 | 4.42 | 420 | 9.7 | 2
li1 | - | - | - | 836
met1 | 23.2 | 1760 | 41 | 654
==> worst max-delay path, delay by kind of cell <==
kind / cells / cell delay, ns
buffers and inverters: 2 / 0.20
and+or+nand+nor: 1 / 0.38
==> worst max-delay path by stage <==
stage / from / to / slack [ns] / depth (start not counted)
4_1_cts: sel[1] / EN / 0.004 / 3
5_1_grt: sel[2] / EN / 0.01 / 3
6_report: sel[2] / EN / 0.02 / 3
==> through the flow <==
step	hold slack (ns)	utilization, %	setup TNS (ns)	cells
finish	0.646	65.8	0	357
global route	0.657	65.8	0	357
CTS	0.666	65.5	0	356
detailed placement	1.05	65.6	-0.542	356
global placement	1.06	65.6	-0.551	356
floorplan	0.489	-	0	162
==> flip-flops by register name, indices dropped and copies added, names as in the netlist <==
name and flops:
dataOut 32, labelOut 5
==> cell families after synthesis <==
family	synth area share (%)
AND/OR/NAND/NOR	11.0
buffers and inverters	7.44
AND-OR/OR-AND	13.6
multiplexers	27.2
latches	40.8
==> cells in the final DEF, fill, tap and decap left out, drive strengths merged <==
cell / netlist / routed
buf: 11 / 7
or3: 1 / 1
clkdlybuf4s50: 0 / 148
dlxtn: 37 / 37
nand2: 37 / 37
inv: 1 / 1
o21ai: 37 / 37
mux2i: 37 / 37
==> power by group through the flow <==
| stage | clock (mW) | sequential [mW] | combinational, mW |
|---|---|---|---|
| after CTS | 0 | 0.0885 | 0.767 |
| after global routing | 0 | 0.0900 | 0.837 |
| final | 0 | 0.0882 | 0.762 |
==> area by class of cell <==
cell class | instances | area, µm²
tap | 52 | 65.1
inverter | 1 | 3.75
multi-input combinational | 112 | 706
sequential | 37 | 556
fill | 375 | 1490
timing repair buffer | 155 | 1540
==> timing repair <==
item / in CTS / in global routing
cloned: 0 / 0
endpoints found under the setup margin: 1 / 1
resized: 7 / 1
buffers inserted: 0 / 1
pin swaps: 1 / 1
Power is estimated from default activity; no workload was simulated.
