==> design/flow/design.v <==
`timescale 1ns / 1ps
module PC(
    input clk,
    input nRST,
    input insStall, 
    input [31:0]newpc,
    input pcWrite,
    output reg [31:0]pc
    );
    always@(posedge clk or negedge nRST) begin
        if (pcWrite && !insStall || !nRST) begin
            pc <= nRST == 0 ? 0 : newpc;
        end else begin
            pc <= pc;
        end
    end
endmodule
module PCControl(
    input [31:0] pc,
    input [15:0] immd16,
    input [25:0] immd26,
    input [1:0] sel, 
    input [31:0] rs,
    output reg [31:0] newpc
    );
    initial begin
        newpc = 0;
    end
    wire [31:0]exd_immd16 = { {16{immd16[15]}}, immd16};
    always@(*) begin
        case (sel)
            2'b00 : newpc <= pc + 4;
            2'b01 : newpc <= (pc + 4 + (exd_immd16 << 2));
            2'b10 : newpc <= {pc[31:26], immd26};
            2'b11 : newpc <= rs;
        endcase
    end
endmodule
==> design/flow/run.sh <==
#!/bin/bash
# OpenROAD 26Q1-2900-gdf79404cd8, Yosys 0.63+post, stock flow scripts
make -C /OpenROAD-flow-scripts/flow DESIGN_CONFIG=/design/flow/config.mk WORK_HOME=/design/flow/orfs finish
==> design/flow/config.mk <==
export PLATFORM = sky130hd
export DESIGN_NAME = PCControl
export DESIGN_NICKNAME = PCControl
export VERILOG_FILES = /design/flow/design.v
export SDC_FILE = /design/flow/constraint.sdc
export NUM_CORES = 4
export LEC_CHECK = 1
export CORE_UTILIZATION = 40
==> design/flow/constraint.sdc <==
current_design PCControl

set clk_period 12.9
set clk_io_pct 0.2

create_clock -name clk0 -period $clk_period

set non_clock_inputs [all_inputs -no_clocks]
set_input_delay [expr $clk_period * $clk_io_pct] -clock clk0 $non_clock_inputs
set_output_delay [expr $clk_period * $clk_io_pct] -clock clk0 [all_outputs]
==> writeup.txt <==
The tools report the critical path startpoint as pc[2]. The flow ran to the end, and the final reports show no timing, DRC or antenna violations. The die covers 7900 um^2. The cell count after synthesis came out at 383. The area taken by multi-input combinational cells is reported as 2920 um^2.

Warnings raised by the tools during the run amount to 37. The run gives 0 for the final tally of max-slew violations. The die is 88.9 um wide. The kind of launch point of the worst setup path is an input pin. The run gives 0 um^2 as the sequential cell area. With the cell total in the yosys stat output at 383, the highest fanout seen on the critical path is 7.

The launch point of the worst hold path was pc[0]. The synthesis warning total was 1. Uppermost layer routed: met4. The mean cell area of the mapped netlist was 7.88 um^2; the largest net degree at the start of global routing was 42. In the detailed route, the total length drawn on met3 is 489 um. Of the cells placed in the final design, the portion with a size suffix greater than 1 is 7.99%. The highest clock rate this design can be run at is 102 MHz.

The share of synthesized area occupied by flip-flops and latches was 0%; the slew at the pin closest to its max-slew limit was 0.828 ns. Yosys reports a chip area of 3020 um^2. Per the detail_route report, the via count comes to 3390.

The finished layout holds 612 standard cells, fillers aside. The tools report the count of maximum capacitance violations as 0. The number of antenna cells inserted was 0; the via count of the first global-routing pass was 3149. The count of final hold-check violations came out at 0. The run gives 9.45 mm as the wire length after detailed routing. The tools report the post-synthesis cell type count as 64. After detailed routing, the met2 layer carries 4.30 mm of wire. Setup violation total in the final timing report: 0.

Final cycle utilization of the critical path: 76.3%. The remaining global-route overflow came out at 0. For the worst setup path, the data required time is 10.32 ns. Via density per instance: 5.54. 140 I/O pins were placed. The critical setup path kind is in2out.

The routed layout reports a DRC error count of 0. The count of filler cells inserted in the layout is 672, and the final weighted congestion of routability-driven global placement is 0.930. The final routed wire length divided by cell count was 15.4 um; the violation tally from detailed-route iteration zero was 120.

Per the OpenROAD floorplan log, the area of the core is 7290 um^2. Once the clock tree was built, the setup fixing pass inserted 0 buffers. The overall track demand over capacity in global routing was 25.1%; the iteration count of the initial detailed-routing pass was 4. The first global-routing pass estimated 15.1 mm of wire. The run gives 0 for the initial antenna violation count.

In the per-layer summary, the met1 wirelength comes to 4.62 mm. The worst setup path endpoint was newpc[31]. Sequential cells placed in the final layout were counted as 0.

The fraction of the core area covered by cells at the end of the flow was 61.9%; the time the final worst path needs with I/O delays and setup was 9.85 ns. The tools report the post-DP HPWL as 8.09 mm. Once the floorplan was initialized, standard cells occupied 41.4% of the core. The tools report the cell resize tally after clock tree synthesis as 0. The run gives 612 as the total instance count after detailed placement. Total of buffers placed on input and output ports: 140. STA reports the tightest min-delay check as being of type in2out.

The tools report the worst-case vdd ir drop as 0.0258 mV. Row generation in the floorplan step produced 31 rows. The run gives 44.6% as the tightest slew margin relative to the limit.

Dividing total power by cell area gives a power density of 42.0 nW/um^2. In this run the remaining antenna-violating nets after routing total 0. From synthesis to final layout, the design area changed by 49.4%. The total negative slack is 0 ns, and the floorplan die height is 88.9 um.

Per the OpenROAD power report, leakage power amounts to 1.72 nW. The layout clock buffer count is 0, and the endpoint arrival time on the critical path is 7.27 ns. Number of hold buffers added after cts: 0. The endpoint type of the worst setup path was a primary output. For the total power draw, the log shows 0.190 mW.

In this run the cell area of the synthesized design comes to 3020 um^2. Setup repair after global routing left no endpoint under its margin.
[cells in the final DEF, fill, tap and decap left out, types with 3 or more instances in the layout]
| cell type | synthesis | layout |
|---|---|---|
| sky130_fd_sc_hd__xnor2_1 | 38 | 38 |
| sky130_fd_sc_hd__buf_4 | 0 | 3 |
| sky130_fd_sc_hd__and4_1 | 4 | 4 |
| sky130_fd_sc_hd__mux2_2 | 3 | 3 |
| sky130_fd_sc_hd__nand2_1 | 41 | 41 |
| sky130_fd_sc_hd__nor2_1 | 24 | 24 |
| sky130_fd_sc_hd__clkdlybuf4s50_1 | 0 | 139 |
| sky130_fd_sc_hd__mux2i_1 | 7 | 7 |
| sky130_fd_sc_hd__nor3_1 | 7 | 7 |
| sky130_fd_sc_hd__nand4_1 | 11 | 11 |
| sky130_fd_sc_hd__nand2b_1 | 6 | 6 |
| sky130_fd_sc_hd__a21o_1 | 8 | 8 |
| sky130_fd_sc_hd__nor2b_1 | 3 | 3 |
| sky130_fd_sc_hd__xor2_1 | 17 | 17 |
| sky130_fd_sc_hd__o21ai_1 | 7 | 7 |
| sky130_fd_sc_hd__nand3_1 | 13 | 13 |
| sky130_fd_sc_hd__a211oi_1 | 5 | 5 |
| sky130_fd_sc_hd__o21ai_0 | 13 | 13 |
| sky130_fd_sc_hd__and3_1 | 8 | 8 |
| sky130_fd_sc_hd__mux4_2 | 23 | 23 |
| sky130_fd_sc_hd__a21oi_1 | 33 | 33 |
| sky130_fd_sc_hd__ha_1 | 34 | 34 |
| sky130_fd_sc_hd__o211ai_1 | 3 | 3 |
| sky130_fd_sc_hd__inv_1 | 12 | 12 |
[cell usage after synthesis (2+ instances only)]
cell type                  count  share of area, %
sky130_fd_sc_hd__nand2_1      41               5.1
sky130_fd_sc_hd__xnor2_1      38                11
sky130_fd_sc_hd__ha_1         34                14
sky130_fd_sc_hd__a21oi_1      33               5.5
sky130_fd_sc_hd__nor2_1       24               3.0
sky130_fd_sc_hd__mux4_2       23                17
sky130_fd_sc_hd__xor2_1       17               4.9
sky130_fd_sc_hd__nand3_1      13               2.2
sky130_fd_sc_hd__o21ai_0      13               2.2
sky130_fd_sc_hd__inv_1        12               1.5
sky130_fd_sc_hd__nand4_1      11               2.3
sky130_fd_sc_hd__a21o_1        8               2.0
sky130_fd_sc_hd__and3_1        8               1.7
sky130_fd_sc_hd__clkbuf_1      8              0.99
sky130_fd_sc_hd__mux2i_1       7               2.3
sky130_fd_sc_hd__nor3_1        7               1.2
sky130_fd_sc_hd__o21ai_1       7               1.2
sky130_fd_sc_hd__nand2b_1      6               1.2
sky130_fd_sc_hd__a211oi_1      5               1.2
sky130_fd_sc_hd__and4_1        4               1.2
sky130_fd_sc_hd__buf_1         4              0.50
sky130_fd_sc_hd__mux2_2        3               1.1
sky130_fd_sc_hd__nor2b_1       3              0.62
sky130_fd_sc_hd__o211ai_1      3              0.75
sky130_fd_sc_hd__a211o_1       2              0.58
sky130_fd_sc_hd__a221oi_1      2              0.58
sky130_fd_sc_hd__a31o_1        2              0.58
sky130_fd_sc_hd__a31oi_1       2              0.41
sky130_fd_sc_hd__a31oi_2       2              0.83
sky130_fd_sc_hd__and2_1        2              0.41
sky130_fd_sc_hd__nor3b_1       2              0.50
sky130_fd_sc_hd__o21bai_1      2              0.50
sky130_fd_sc_hd__o22ai_1       2              0.41
sky130_fd_sc_hd__o41ai_1       2              0.58
sky130_fd_sc_hd__or3_1         2              0.41
[metrics by stage]
stage               worst slack (ns)  hold slack [ns]  instance area, um^2
floorplan                       4.64             5.24                 3020
global placement                3.12             6.08                 4510
detailed placement              3.03             6.08                 4510
CTS                             3.03             6.08                 4510
global route                    2.73             6.14                 4510
finish                          3.05             6.07                 4510
[worst min-delay path by stage]
stage	to	slack, ns	cells after the start
after CTS	newpc[0]	6.08	4
after global routing	newpc[0]	6.14	4
final	newpc[0]	6.07	4
[layer usage]
| metal | vias up | global-route usage [%] |
|---|---|---|
| met4 | 0 | 1.32 |
| met1 | 1550 | 39.1 |
| li1 | 1743 | - |
| met5 | - | 0 |
| met3 | 4 | 1.70 |
| met2 | 93 | 40.5 |
[layout make-up]
type | instances | share of cell area [%]
Multi-Input combinational cell | 357 | 64.7
Timing Repair Buffer | 143 | 31.4
Tap cell | 99 | 2.75
Inverter | 13 | 1.08
[report_power, final]
| group | internal, mW | switching (mW) |
|---|---|---|
| Sequential | 0 | 0 |
| Clock | 0 | 0 |
| Combinational | 0.110 | 0.0795 |
| Total | 0.110 | 0.0795 |
[worst max-delay path, cell delays in order]
cell and delay [ns]:
sky130_fd_sc_hd__clkdlybuf4s50_1 0.55, sky130_fd_sc_hd__ha_1 0.27, sky130_fd_sc_hd__nand2_1 0.14, sky130_fd_sc_hd__nor4_4 0.48, sky130_fd_sc_hd__nand3_1 0.15, sky130_fd_sc_hd__xnor2_1 0.17, sky130_fd_sc_hd__ha_1 0.42, sky130_fd_sc_hd__nand4_1 0.23
sky130_fd_sc_hd__or3b_1 0.42, sky130_fd_sc_hd__a211o_1 0.29, sky130_fd_sc_hd__a31oi_2 0.26, sky130_fd_sc_hd__a2111oi_1 0.16, sky130_fd_sc_hd__o41ai_2 0.33, sky130_fd_sc_hd__xnor2_1 0.12, sky130_fd_sc_hd__a221oi_2 0.21, sky130_fd_sc_hd__clkdlybuf4s50_1 0.48
[kinds of logic (layout without fill, tap and decap cells)]
family                   Yosys count  after routing  synth area share, %
multiplexers                      33             33                 20.6
adder cells (fa/ha/maj)           35             35                 14.8
XOR/XNOR                          55             55                 16.0
AND-OR/OR-AND                    101            101                 22.5
buffers and inverters             26            156                 3.27
AND/OR/NAND/NOR                  133            133                 22.9
Power figures rest on the tool's default switching activity, not on a simulated workload.
