**./run.sh**
```bash
#!/bin/bash
# OpenROAD 26Q1-2900-gdf79404cd8, Yosys 0.63+post, stock flow scripts
make -C /OpenROAD-flow-scripts/flow DESIGN_CONFIG=/design/flow/config.mk WORK_HOME=/design/flow/orfs finish
```
**./config.mk**
```make
export PLATFORM = sky130hd
export DESIGN_NAME = Memory
export DESIGN_NICKNAME = Memory
export VERILOG_FILES = /design/flow/design.v
export SDC_FILE = /design/flow/constraint.sdc
export NUM_CORES = 4
export LEC_CHECK = 1
export CORE_UTILIZATION = 50
```
**./constraint.sdc**
```tcl
current_design Memory

set clk_period 6.0
set clk_io_pct 0.2

create_clock -name clk0 -period $clk_period [get_ports {clk}]

set non_clock_inputs [all_inputs -no_clocks]
set_input_delay [expr $clk_period * $clk_io_pct] -clock clk0 $non_clock_inputs
set_output_delay [expr $clk_period * $clk_io_pct] -clock clk0 [all_outputs]
```
**./design.v**
```verilog
`timescale 1ns/1ps
module Memory(
    input clk,
    input WEN,
    input [31:0] dataIn1, 
    input [31:0] dataIn2, 
    input op,
    input [31:0] writeData,
    input [4:0] labelIn,
    output reg [3:0] labelOut, 
    output [31:0] loadData,
    output reg available,
    output reg require,
    input requireAC,
    output isLastState
);
    reg [31:0] addr;
    reg nRD;
    reg nWR;
    integer States;
    initial begin
        States = 0;
        nRD = 1;
        nWR = 1;
        require = 0;
    end 
    wire readStatus;
    wire writeStatus;
    always@( posedge clk ) begin
        if (States == 0) begin
            if (WEN == 1) begin
                addr <= dataIn1 + dataIn2;
                labelOut <= labelIn;
                States <= 1;
                if (op == 1) begin
                    nRD <= 0;
                end
                if (op == 0) begin
                    nWR <= 0;
                end
            end
            else begin  
                States <= 0;
                nRD <= 1;
                nWR <= 1;
            end
        end
        else if (States == 1) begin
                nRD <= 1;
                nWR <= 1;
                if (readStatus == 1) begin
                    States <= 2;
                    require <= 1;
                end
                if (writeStatus == 1) begin
                    require <= 0;
                    States <= 0;
                end
            end
        else if (States == 2) begin
            if (requireAC == 1) begin
                States <= 0;
            end
            else begin
                States <= 2;
            end
        end
        else 
            States <= 4;
    end
    always@(*) begin
        if (States == 1 || States == 2) begin
            available = 0;
        end
        else begin
            available = 1;  
        end
    end
    RAM my_ram(
        .clk(clk),
        .address(addr),
        .writeData(writeData),
        .Dataout(loadData),
        .readStatus(readStatus),
        .writeStatus(writeStatus),
        .nRD(nRD),
        .nWR(nWR),
        .isLastState(isLastState)
    );
endmodule
`timescale 1ns / 1ps
module RAM(
    input clk,
    input [31:0] address,
    input [31:0] writeData,  
    input nRD,  
    input nWR,  
    output reg [31:0] Dataout,
    output reg readStatus,  
    output reg writeStatus,
    output isLastState
    );
    integer R,W;
    assign isLastState = R == 9 || W == 9;  
    initial begin
      R = 0;
      W = 0;
      readStatus = 0;
      writeStatus = 0;
    end
    reg [7:0] ram [0:60];  
    always@( negedge clk) begin
        if (R == 0) begin
            if (nRD == 0) begin
                R <= 1;
            end
            else begin  
                R <= 0;
            end
        end
        else if (R == 10) begin
            R <= 0;            
        end
        else begin
            R <= R+1;
        end
        if (W == 0) begin
            if (nWR == 0) begin
                W <= 1;
            end
            else begin  
                W <= 0;
            end
        end
        else if (W == 10) begin
            W <= 0;            
        end
        else begin
            W <= W+1;
        end
    end
    always@(*) begin
        if (R == 10) begin
            Dataout[7:0] = ram[address + 3]; 
            Dataout[15:8] = ram[address + 2];
            Dataout[23:16] = ram[address + 1];
            Dataout[31:24] = ram[address ];
            readStatus = 1;
        end
        else begin
            readStatus = 0;
        end
        if( W == 1 ) begin
            ram[address] = writeData[31:24];
            ram[address+1] = writeData[23:16];
            ram[address+2] = writeData[15:8];
            ram[address+3] = writeData[7:0];
        end
        if (W == 10) begin
            writeStatus = 1;
        end
        else begin
            writeStatus = 0;
        end
    end
endmodule
```
==> flow_metrics.env <==
# yosys + openroad results
export IMPL_outcome="aborted with a tool error"
export IMPL_haltStage="global routing"
export IMPL_error="[ERROR GRT-0116] Global routing finished with congestion. Check the congestion regions in the DRC Viewer."
export IMPL_port_buffers=90
export IMPL_grt_start_max_net_pins=71
export IMPL_edf_count=16
export IMPL_dp_hpwl_um=299000
export IMPL_untimed_endpoints=552
export IMPL_die_h_um=302
export IMPL_synth_cell_types=110
export IMPL_yosys_cells=6294
export IMPL_placementRows=109
export IMPL_yosys_area_top_type_share_pct=16.3
export IMPL_ff_type="dlxtn_1"
export IMPL_postSynthAreaPerCell_um2=7.13
export IMPL_grt_pass1_wl_um=621000
export IMPL_track_usage_pct=101
export IMPL_root_buffer="clkbuf_16"
export IMPL_fp_dieW_um=302
export IMPL_synth_area_um2=44900
export IMPL_cts_buffers=9
export IMPL_h_tree_depth=3
export IMPL_dp_cells=7291
export IMPL_syn_inst=6294
export IMPL_ios=144
export IMPL_yosys_warnings=3
export IMPL_synth_top_cells_by_count="nand2_1, nor2_1, dlxtn_1"
export IMPL_async_flop_share_pct=0
export IMPL_numSynthFlops=600
export IMPL_grt_pass1_vias=67465
export IMPL_area_leaders="dlxtn_1, mux2i_1, a22oi_1"
export IMPL_clockBufferDepth=2
export IMPL_grt_overflow_total=5335
export IMPL_placed_cell_area_um2=48100
export IMPL_fp_utilization_pct=50.6
export IMPL_ys_chip_area_um2=44900
export IMPL_synth_top_cell_by_count="nand2_1"
export IMPL_place_gp_congestion=1.68
export IMPL_largest_area_cell="dlxtn_1"
export IMPL_unclocked_pins=520
[metrics by stage]
step	setup slack [ns]	TNS, ns
floorplan	0.508	0
global placement	-0.163	-0.163
detailed placement	-0.189	-0.189
CTS	-0.112	-0.112
[repair_timing]
item,4_1_cts
endpoints found under the setup margin,1
endpoints found under the hold margin,0
pin swaps,3
gates resized,11
hold buffers,0
setup buffers,2
[metal layers]
metal	GRT overflow	GRT usage (%)
met1	706	98.3
met2	2569	109
met3	812	95.6
met4	1150	99.0
met5	98	86.0
[kinds of logic after synthesis]
group	Yosys count	share of synthesized area [%]
AND-OR/OR-AND	2147	34.0
AND/OR/NAND/NOR	2119	22.1
latches	520	17.4
flip-flops	80	3.92
buffers and inverters	769	7.43
multiplexers	564	13.0
adder cells (fa/ha/maj)	16	0.463
XOR/XNOR	79	1.66
